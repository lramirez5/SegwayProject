==> /design/flow/design.v <==
module Auth_blk(clk, rst_n, RX, rider_off, pwr_up);
input clk, rst_n, RX, rider_off;
output reg pwr_up;
wire [7:0] rx_data;
wire rx_rdy, g, s;
reg clr_rx_rdy;
UART_rcv RCV(.clk(clk), .rst_n(rst_n), .RX(RX), .clr_rdy(clr_rx_rdy), .rx_data(rx_data), .rdy(rx_rdy));
enum bit [1:0] {OFF, PWR1, PWR2} state, nxt_state;
assign g = rx_rdy & (rx_data == 8'h67);
assign s = rx_rdy & (rx_data == 8'h73);
always @(posedge clk, negedge rst_n)
	if(!rst_n)
		state <= OFF;
	else
		state <= nxt_state;
always_comb begin
	nxt_state = OFF;
	pwr_up = 0;
	clr_rx_rdy = 0;
	case(state)
	  OFF : begin
		if(g) begin
			nxt_state = PWR1;
			pwr_up = 1;
			clr_rx_rdy = 1;
		end
	  end
	  PWR1 : begin
		if(!s) begin
			nxt_state = PWR1;
			pwr_up = 1;
			clr_rx_rdy = 0;
		end
		else if(s) begin
			nxt_state = PWR2;
			pwr_up = 1;
			clr_rx_rdy = 1;
		end
	  end
	  PWR2 : begin
		if(g) begin
			nxt_state = PWR1;
			pwr_up = 1;
			clr_rx_rdy = 1;
		end
		else if(!rider_off) begin
			nxt_state = PWR2;
			pwr_up = 1;
			clr_rx_rdy = 0;
		end 
		else if(rider_off) begin
			nxt_state = OFF;
			pwr_up = 0;
			clr_rx_rdy = 0;
		end
	  end
	endcase
end
endmodule
module Auth_blk_DE0(clk,RST_n,PB,auth,rider_off,LED);
  input clk;		 
  input RST_n;		 
  input PB;			 
  input auth;		 
  input rider_off;	 
  output [7:0] LED;	 
  wire pwr_up;		 
  wire [7:0] tx_data;
  wire rst_n;		 
  assign tx_data = (auth) ? 8'h67 : 8'h73;
  assign LED = {auth,rider_off,5'b00000,pwr_up};
  Auth_blk iDUT(.clk(clk),.rst_n(rst_n),.RX(RX),.rider_off(rider_off),.pwr_up(pwr_up));
  PB_release iPB(.clk(clk),.rst_n(rst_n),.PB(PB),.released(trmt));
  rst_synch iRST(.clk(clk),.RST_n(RST_n),.rst_n(rst_n));
  UART_tx iTX(.clk(clk), .rst_n(rst_n), .TX(RX), .trmt(trmt), .tx_data(tx_data),
              .tx_done(tx_done));
endmodule
module PB_release(PB, clk, rst_n, released);
input PB, clk, rst_n;
output released;
wire out1, out2, out3;
dff_pre	flop1(.q(out1), .d(PB), .rst_n(rst_n), .clk(clk)),
	flop2(.q(out2), .d(out1), .rst_n(rst_n), .clk(clk)),
	flop3(.q(out3), .d(out2), .rst_n(rst_n), .clk(clk));
assign released = out2 & ~out3;
endmodule
module dff_pre(q, d, rst_n, clk);
input d, clk, rst_n;
output reg q;
always @(posedge clk, negedge rst_n)
  if(!rst_n)
    q <= 1;
  else
    q <= d;
endmodule
module UART_rcv(clk,rst_n,RX,rdy,rx_data,clr_rdy);
input clk,rst_n;			 
input RX;					 
input clr_rdy;			 
output rdy;				 
output [7:0] rx_data;		 
enum reg {IDLE, RX_STATE} state, nxt_state;
reg [8:0] shift_reg;		 
reg [3:0] bit_cnt;			 
reg [11:0] baud_cnt;			 
reg rdy;					 
reg rx_ff1, rx_ff2;			 
logic start, set_rdy, receiving;		 
wire shift;
always_ff @(posedge clk or negedge rst_n)
  if (!rst_n)
    state <= IDLE;
  else
    state <= nxt_state;
always_ff @(posedge clk or negedge rst_n)
  if (!rst_n)
    bit_cnt <= 4'b0000;
  else if (start)
    bit_cnt <= 4'b0000;
  else if (shift)
    bit_cnt <= bit_cnt+1;
always_ff @(posedge clk or negedge rst_n)
  if (!rst_n)
    baud_cnt <= 1302;			 
  else if (start)
    baud_cnt <= 1302;			 
  else if (shift)
    baud_cnt <= 2604;			 
  else if (receiving)
    baud_cnt <= baud_cnt-1;		 
always_ff @(posedge clk)
  if (shift)
    shift_reg <= {rx_ff2,shift_reg[8:1]};    
always @(posedge clk or negedge rst_n)
  if (!rst_n)
    rdy <= 1'b0;
  else if (start || clr_rdy)
    rdy <= 1'b0;			 
  else if (set_rdy)
    rdy <= 1'b1;
always_ff @(posedge clk or negedge rst_n)
  if (!rst_n)
    begin
      rx_ff1 <= 1'b1;			 
      rx_ff2 <= 1'b1;
    end
  else
    begin
      rx_ff1 <= RX;
      rx_ff2 <= rx_ff1;
    end
always_comb
  begin
    start         = 0;
    set_rdy    = 0;
    receiving     = 0;
    nxt_state     = IDLE;	 
    case (state)
      IDLE : begin
        if (!rx_ff2)		 
          begin
            nxt_state = RX_STATE;
            start = 1;
          end
        else nxt_state = IDLE;
      end
      default : begin		 
        if (bit_cnt==4'b1010)
          begin
            set_rdy = 1;
            nxt_state = IDLE;
          end
        else
          nxt_state = RX_STATE;
        receiving = 1;
      end
    endcase
  end
assign shift = ~|baud_cnt; 						 
assign rx_data = shift_reg[7:0];				 
endmodule
module UART_tx(clk,rst_n,TX,trmt,tx_data,tx_done);
input clk,rst_n;		 
input trmt;			 
input [7:0] tx_data;	 
output TX, tx_done;		 
reg state,nxt_state;	 
reg [8:0] shift_reg;	 
reg [3:0] bit_cnt;		 
reg [11:0] baud_cnt;		 
reg tx_done;			 
reg load, trnsmttng;		 
wire shift;
localparam IDLE = 1'b0;
localparam TX_STATE = 1'b1;
always @(posedge clk or negedge rst_n)
  if (!rst_n)
    state <= IDLE;
  else
    state <= nxt_state;
always @(posedge clk or negedge rst_n)
  if (!rst_n)
    bit_cnt <= 4'b0000;
  else if (load)
    bit_cnt <= 4'b0000;
  else if (shift)
    bit_cnt <= bit_cnt+1;
always @(posedge clk or negedge rst_n)
  if (!rst_n)
    baud_cnt <= 2604;
  else if (load || shift)
    baud_cnt <= 2604;			 
  else if (trnsmttng)
    baud_cnt <= baud_cnt-1;		 
always @(posedge clk or negedge rst_n)
  if (!rst_n)
    shift_reg <= 9'h1FF;		 
  else if (load)
    shift_reg <= {tx_data,1'b0};	 
  else if (shift)
    shift_reg <= {1'b1,shift_reg[8:1]};	 
always @(posedge clk or negedge rst_n)
  if (!rst_n)
    tx_done <= 1'b0;
  else if (trmt)
    tx_done <= 1'b0;
  else if (bit_cnt==4'b1010)
    tx_done <= 1'b1;
always @(state,trmt,shift,bit_cnt)
  begin
    load         = 0;
    trnsmttng = 0;
    nxt_state    = IDLE;	 
    case (state)
      IDLE : begin
        if (trmt)
          begin
            nxt_state = TX_STATE;
            load = 1;
          end
        else nxt_state = IDLE;
      end
      default : begin		 
        if (bit_cnt==4'b1010)
          nxt_state = IDLE;
        else
          nxt_state = TX_STATE;
        trnsmttng = 1;
      end
    endcase
  end
assign shift = ~|baud_cnt;
assign TX = shift_reg[0];		 
endmodule
module rst_synch(RST_n, clk, rst_n);
input RST_n, clk;
output rst_n;
wire set, out1;
assign set = 1'b1;
d_flipflop 	flop1(.q(out1), .d(set), .rst_n(RST_n), .clk(clk)),
	flop2(.q(rst_n), .d(out1), .rst_n(RST_n), .clk(clk));
endmodule
module d_flipflop(q, d, rst_n, clk);
input d, clk, rst_n;
output reg q;
always @(posedge clk, negedge rst_n)
  if(!rst_n)
    q <= 0;
  else
    q <= d;
endmodule
==> /design/flow/run.sh <==
#!/bin/bash
# OpenROAD 26Q1-2900-gdf79404cd8, Yosys 0.63+post, stock flow scripts
make -C /OpenROAD-flow-scripts/flow DESIGN_CONFIG=/design/flow/config.mk WORK_HOME=/design/flow/orfs finish
==> /design/flow/config.mk <==
export PLATFORM = sky130hd
export DESIGN_NAME = Auth_blk_DE0
export DESIGN_NICKNAME = Auth_blk_DE0
export VERILOG_FILES = /design/flow/design.v
export SDC_FILE = /design/flow/constraint.sdc
export NUM_CORES = 4
export LEC_CHECK = 1
export CORE_UTILIZATION = 40
==> /design/flow/constraint.sdc <==
current_design Auth_blk_DE0

set clk_period 3.2
set clk_io_pct 0.2

create_clock -name clk0 -period $clk_period [get_ports {clk}]

set non_clock_inputs [all_inputs -no_clocks]
set_input_delay [expr $clk_period * $clk_io_pct] -clock clk0 $non_clock_inputs
set_output_delay [expr $clk_period * $clk_io_pct] -clock clk0 [all_outputs]
==> reports/metrics.csv <==
metric;value;unit
rsz0062_at_grt;false;
grt_use_total;14.68;%
ctsLongestPathBuffers;2;
powerDensity;558.3;nW/µm²
rows;31;
antenna_found_initial;0;
htreeDepth;3;
ys_top_cells_by_count;dfrtp_1 (29), nand2_1 (28), dfstp_2 (25), nor2_1 (24), inv_1 (12);
drive_gt1_share;22.81;%
hp-class;flip-flop to asynchronous set/reset pin;
grt_pass1_wl;8673;µm
core-area;7292;µm²
netlist_instances;270;
synth_top_cell_by_count;dfrtp_1;
ys.flop_type;dfrtp_1;
first_pass_iters;6;
cts_sinks;63;
edf_count;9;
p_leak;1.369;nW
setup_viol;0;
top_area_share;23.94;%
grt_pass1_vias;1828;
cts_buffers;9;
vias;1948;
worst_slew_pin_slew;0.6730;ns
worst-setup-path-type;flip-flop to output pin;
fin_hold_ws;0.2638;ns
reg2reg_depth;6;
synth_cell_types;61;
finalSetupTns;0;ns
worstSetupStartpoint;iDUT.RCV.shift_reg[7];
max_slew_margin;54.92;%
clk_pin_slew;0.08;ns
path_max_fanout;4;
timing.rr.start;iTX.baud_cnt[0];
clock_latency;0.33;ns
n_antenna_cell;0;
fillers;689;
final_max_slew_viol_count;0;
vias_per_cell;5.073;
top_regs;iDUT.RCV.baud_cnt x12, iTX.baud_cnt x12;
postSynthSeqShare;54.52;%
fin_util;46.14;%
max_freq;0.3608;GHz
async_flop_share;85.71;%
warning_count;28;
ys_cells;270;
stdcell_count;384;
cts_root_buf;clkbuf_8;
dp_slack;0.6095;ns
tritoncts;done;
finalHoldViolCount;0;
yosysWarnings;8;
r2r_setup_slack;1.00;ns
wire_per_inst;13.49;µm
synthesis.area;3032;µm²
endpoint;LED[0];
finalWorstSetupSlack;0.4284;ns
avgSynthCellArea;11.23;µm²
overflow;0;
regToRegEndpoint;iTX.shift_reg[5];
pin_count;13;
fin_crit;2.772;ns
peakVddDrop;484.1;µV
die_h;89.06;µm
drt.antenna.violating_nets;0;
post-route-period-util;86.61;%
ys_area;3032;µm²
outcome;finished, final reports clean;
drt-total-wl;5180;µm
finish.instance_area;3364;µm²
fp-utilization;41.58;%
critPathCaptureType;output pin;
cp-start-kind;flip-flop;
die_x;89.06;µm
cts_setup_buffers;0;
area_delta_synth_final;10.98;%
area_leaders;dfrtp_1 (24%), dfstp_2 (22%), edfxtp_1 (8.9%);
placed_cell_area;3168;µm²
cts_resized;0;
crit_arrival;2.13;ns
dieArea;7932;µm²
hold_buffers;0;
yosysTopAreaCell;dfrtp_1;
globalplace.congestion;0.8398;
required;2.56;ns
ys_ff;63;
total_power;1.878;mW
grt_max_degree;28;
cap_violations;0;
clock_skew;0.008635;ns
post-place-cells;368;
post-route-drc-count;0;
hpwl;3380;µm
io_buffer_count;7;
drt_iter0_markers;55;
layer usage:
metal  track usage [%]  wire, µm  vias up
met5                 0         0        -
met4             1.732        36        0
li1                  -         -      969
met3             3.933       192        2
met2             22.45      2333       27
met1             22.90      2617      950
logic make-up after synthesis:
group | after synthesis | share of synthesized area (%)
adder cells (fa/ha/maj) | 7 | 2.889
other | 2 | 0.2477
buffers and inverters | 26 | 4.292
XOR/XNOR | 16 | 4.623
AND-OR/OR-AND | 43 | 9.864
multiplexers | 9 | 3.013
AND/OR/NAND/NOR | 104 | 20.55
flip-flops | 63 | 54.52
layout by cell type (no fill, tap or decap), types with 2 or more instances in the layout:
cell	n
nor3b_1	2
nor4_1	2
or3_1	2
nand2_1	28
dfstp_2	25
nor4_2	3
nor2b_1	2
conb_1	6
dfrtp_1	28
edfxtp_1	9
clkbuf_8	9
nor2_1	24
or2_2	2
a211oi_1	2
nor4b_2	2
clkdlybuf4s50_1	7
clkinv_2	2
nor3_1	5
mux2i_1	8
nand3_1	7
xnor2_1	8
o21ai_0	8
ha_1	7
clkinvlp_4	2
a21oi_1	11
a31oi_1	6
xor2_1	8
inv_1	12
nor4_4	2
nand4_1	2
nand3_2	2
nand4b_1	2
o31ai_1	2
nand3b_1	5
worst max-delay path: stages (launching register included):
cell and delay [ns]:
edfxtp_1 0.38, nand4b_1 0.20, nor4_1 0.52, a311o_1 0.25, clkdlybuf4s50_1 0.46
worst min-delay path by stage:
stage	endpoint	cells past startpoint
after CTS	iDUT.RCV.baud_cnt[6]	0
after global routing	iDUT.RCV.baud_cnt[9]	0
final	iDUT.RCV.baud_cnt[6]	0
layout make-up:
| type | count | area [µm²] | area share (%) |
|---|---|---|---|
| repair buffers | 8 | 77.57 | 2.306 |
| clock buffers | 9 | 123.9 | 3.682 |
| clock inverters | 7 | 72.57 | 2.157 |
| well taps | 99 | 123.9 | 3.682 |
| multi-input cells | 185 | 1264 | 37.56 |
| flip-flops and latches | 63 | 1654 | 49.16 |
| inverters | 13 | 48.80 | 1.450 |
report_power, final:
group,leakage (nW),switching (mW),internal [mW],total [mW]
Clock,0.0956,0.319,0.360,0.679
Combinational,0.561,0.101,0.102,0.203
Sequential,0.712,0.0870,0.909,0.996
Total,1.37,0.507,1.37,1.88
Power figures rest on the tool's default switching activity, not on a simulated workload.
