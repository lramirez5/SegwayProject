==> /design/flow/design.v <==
module duty(ptch_err_sat, rev, ptch_D_diff_sat, ptch_err_I, mtr_duty);
input signed [6:0] ptch_D_diff_sat;
input signed [9:0] ptch_err_sat, ptch_err_I;
output [10:0] mtr_duty;
output rev;
wire [9:0] ptch_P_term, ptch_I_term;
wire [10:0] ptch_D_term;
wire [11:0] ptch_PID, ptch_PID_abs;
localparam MIN_DUTY = 15'h03D4;
assign ptch_D_term = ptch_D_diff_sat * $signed(9);
assign ptch_P_term = {ptch_err_sat[9], ptch_err_sat[9:1]} + {{2{ptch_err_sat[9]}}, ptch_err_sat[9:2]};
assign ptch_I_term = {ptch_err_I[9], ptch_err_I[9:1]};
assign ptch_PID = {ptch_P_term[9], ptch_P_term} + {ptch_I_term[9], ptch_I_term} + ptch_D_term;
assign rev = ptch_PID[11];
assign ptch_PID_abs = ptch_PID[11] ? ~ptch_PID + 1 : ptch_PID;
assign mtr_duty = MIN_DUTY + ptch_PID_abs;
endmodule
==> /design/flow/run.sh <==
#!/bin/bash
# OpenROAD 26Q1-2900-gdf79404cd8, Yosys 0.63+post, stock flow scripts
make -C /OpenROAD-flow-scripts/flow DESIGN_CONFIG=/design/flow/config.mk WORK_HOME=/design/flow/orfs finish
==> /design/flow/config.mk <==
export PLATFORM = sky130hd
export DESIGN_NAME = duty
export DESIGN_NICKNAME = duty
export VERILOG_FILES = /design/flow/design.v
export SDC_FILE = /design/flow/constraint.sdc
export NUM_CORES = 4
export LEC_CHECK = 1
export CORE_UTILIZATION = 30
==> /design/flow/constraint.sdc <==
current_design duty

set clk_period 14.5
set clk_io_pct 0.2

create_clock -name clk0 -period $clk_period

set non_clock_inputs [all_inputs -no_clocks]
set_input_delay [expr $clk_period * $clk_io_pct] -clock clk0 $non_clock_inputs
set_output_delay [expr $clk_period * $clk_io_pct] -clock clk0 [all_outputs]
==> git commit body <==
Store results of the implementation flow

* FILL cells: 612
* Startpoint class of the critical path: input pin
* Area growth, synth to finish: 24.32%
- Post-CTS repair ended up resizing 0 cells.
- Buffers placed on the I/O ports in this run total 37.
- Of the post-synthesis cell area, the dominant cell type holds between 20% and 30%.
- Total number of placement rows: 28
* Cell types occupying the most area after synthesis: ha_1 21%, fa_1 15%, xnor2_1 9.8%
- Violation tally from detailed-route iteration zero: 20
- Register area share after synthesis: 0%
- The synthesized netlist contains around 44 unique library cells.
* CTS hold repair buffers: 0
- Sequential cells placed in the final layout were counted as 0.
- Sequential cell area: 0 um2
- The worst setup path is captured at an output port.
* Area figure in the yosys stat output: approximately 0.0019 mm2
- Looking at area per cell type in the netlist, the leader is ha_1.
* Max VDD drop: 0.1450 mV
- Number of hold violations in the final report: 0
* Final antenna-violating net count: 0
- Ratio of final minimum period to clock period: 78.79%
- The core region is 0.005991 mm2.
- Unrepaired setup endpoints after global routing: no
- In this run the vertical extent of the chip is 81.12 um.
* Met3 WL post-DR: approximately 94 um
- Detailed placement ended at an HPWL of 3182 um.
- Setup violations remaining at the end of the flow were counted as 0.
* Routed via count: 1,586
* Vias in the first global route: 1,430
- Yosys warns: 0
- Io pins: 39
* Proportion of layout cells with a drive suffix above 1: 5.091%
* Max_slew headroom: 62.64%
- For this run, design rule violations remaining after detail routing come to 0.
* Final number of max-transition violations: 0
- Residual overflow from global routing: 0
- Met2 routed wirelength: around 1400 um
* Cells in synth_stat.txt: 239
* Power per standard cell area: 214.6 mW/mm2
- The data required time reported for the critical path is between 10,000 and 15,000 ps.
- Pleak: roughly 1.1 nW
* First-pass GRT wire length: between 5000 and 6000 um
* Post-detailed-routing wire length: about 3400 um
* Cell area after synthesis: 0.001878 mm2
- In the per-layer breakdown of the detailed-route log, met1 shows a little under 2000 um.
* Area enclosed by the die boundary: about 0.0066 mm2
* Routability cong.: 0.7887
* Logic cell area: approximately 0.0017 mm2
- Post-Synthesis Cells: 239
* DIE WIDTH: 81.12 um
- Final TNS setup: 0 ps
* Post-synthesis average cell area: about 8 um2
* Top sig layer: met3
- In this run the maximum-capacitance check reported violations numbering 0.
- Buffers inserted during post-CTS setup optimization: 0
- In the routed netlist, the antenna diode instances number 0.
* Maximum number of pins on one net before global-route repair: 12
- Looking at the critical path, the highest net fanout was 6.
* Top achievable clock speed: 87.53 MHz
- Utilization after layout: approximately two fifths
- According to the hold report, the worst path is of the input pin to output port type.
- Clock buffers in the final layout number 0.
- Minimum clock period: 11,420 ps
- The flow ran to the end, and the final reports show no timing, DRC or antenna violations.
* Number of warnings in the stage logs: 34
- Global routing used 11.43% of the available tracks.
- Antenna violations before repair: 0
* Fp util: 31.35%
- Start-to-end type of the worst setup path: input pin to output port
* Post-detailed-route wirelength per cell: 9.831 um
- For this run, the detailed router's first-pass iteration total came to 4.
* Slew of the pin with the lowest slew margin: ~560 ps
- Dividing the detail-routed via count by the number of cells gives 4.531.
* Arrival time worst endpoint: 8520 ps
==> final timing paths <==
path	startpoint	endpoint	slack, ps	depth (start not counted)
worst min-delay path	ptch_err_I[1]	mtr_duty[0]	6940	5
worst max-delay path	ptch_D_diff_sat[1]	mtr_duty[8]	3080	26
==> area by class of cell <==
type                       count  share of cell area, %
inverter                      49                  7.878
multi-input combinational    189                  72.24
tap                           75                  4.019
timing repair buffer          37                  15.86
==> cells in the mapped netlist (all sizes together) <==
master / count
nor3: 4
o21ai: 14
nor2: 21
o211ai: 1
a211o: 1
xor2: 11
o31a: 4
nand2b: 4
o32ai: 1
o31ai: 2
o221ai: 1
o21a: 1
xnor2: 21
a31oi: 3
or3: 1
ha: 31
a211oi: 3
and3: 2
a21o: 8
fa: 14
or2: 1
and2: 3
nand2: 3
inv: 49
o21bai: 4
a21oi: 17
buf: 1
and3b: 1
a21boi: 2
o211a: 3
nand3: 4
nor2b: 3
==> cells in the final DEF, fill, tap and decap left out, drive strengths merged, types with 4 or more instances in the layout <==
cell type / n
nand2b: 4
a21o: 8
o21bai: 4
nor2: 21
ha: 31
clkdlybuf4s50: 37
o31a: 4
xor2: 11
nand3: 4
inv: 49
a21oi: 17
fa: 14
o21ai: 14
nor3: 4
xnor2: 21
==> metrics by stage <==
stage          setup WS [ps]  power [W]  instance area [um2]  std cells  hold WS [ps]
6_report                3076  0.0005011                 2335        350          6937
5_1_grt                 2498  0.0005679                 2335        350          7002
4_1_cts                 3029  0.0005083                 2335        350          6952
3_5_place_dp            3039  0.0005063                 2335        350          6951
3_3_place_gp            3154  0.0005028                 2335        350          6951
2_1_floorplan           4500  0.0003264                 1878        239          6086
==> layer usage <==
| layer | GRT usage, % | vias up |
|---|---|---|
| met5 | 0 | - |
| met4 | 0 | 0 |
| met3 | 0.2281 | 0 |
| met2 | 18.49 | 31 |
| met1 | 18.30 | 683 |
| li1 | - | 872 |
==> worst max-delay path, stage by stage <==
cell	delay, ps
clkdlybuf4s50_1	450
ha_1	320
ha_1	230
fa_1	410
a21oi_1	170
nor2_1	50
nor2_1	160
nor2b_1	70
o21ai_0	200
xnor2_1	160
fa_1	460
ha_1	350
and3_1	160
nand3_1	150
a21oi_2	310
nor2_4	110
nor2_1	120
xor2_1	200
ha_1	240
nor2_1	70
a21o_1	170
a21oi_1	140
o31a_1	240
nor2_1	80
xnor2_1	140
clkdlybuf4s50_1	470
==> report_power, final <==
group / internal (W) / switching, W / total, W
clock network: 0 / 0 / 0
logic: 0.000279 / 0.000222 / 0.000501
registers: 0 / 0 / 0
total: 0.000279 / 0.000222 / 0.000501
==> logic make-up (layout without fill, tap and decap cells) <==
kind of cell               Yosys count  after routing  share of synthesized area (%)
adders and majority gates           45             45                          35.58
AOI/OAI and AO/OA                   65             65                          25.92
and+or+nand+nor                     47             47                          13.39
buffers and inverters               50             86                          10.19
xor gates and xnor gates            32             32                          14.92
No activity file was given, so power comes from the tool's default toggle rates.
